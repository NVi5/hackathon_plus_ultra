==> flow/design.v <==
module fib (
	input wire i_clk,
	input wire i_rst,
	input wire fib_start,
	output reg fib_done,
	input wire [7:0] arg,
	output reg [15:0] result
);
	reg [15:0] fib_out;
	reg [15:0] fib_n_less1;
	reg [15:0] fib_cntr;
	reg [1:0] fib_state;
	localparam FIB_IDLE = 0, FIB_CALC = 1;
	always @(posedge i_clk) begin
		 if (i_rst) begin
			  fib_done  <= 1'b0;
			  fib_out <= 16'b1;
			  fib_n_less1 <= 16'b1;
			  fib_state <= FIB_IDLE;
			  fib_cntr <= 1'b1;
			  result <= 0;
		 end
		 else begin
			  case (fib_state)
					FIB_IDLE: begin
						 if (fib_start) begin
                            fib_done  <= 1'b0;
                            fib_out <= 16'b1;
                            fib_n_less1 <= 16'b1;
                            fib_state <= FIB_CALC;
                            fib_cntr <= arg - 2;
                            if (arg == 0) begin
                                fib_done <= 1;
                                result <= 0;
                                fib_state <= FIB_IDLE;
                            end
                            else if (arg == 1) begin
                                fib_done <= 1;
                                result <= 1;
                                fib_state <= FIB_IDLE;
                            end
						 end
					end
					FIB_CALC: begin
						if (fib_cntr > 0) begin
							fib_n_less1 <= fib_out;
							fib_out <= fib_out + fib_n_less1;
							fib_cntr <= fib_cntr - 1;
						end
						else begin
							fib_done <= 1;
							result <= fib_out;
							fib_state <= FIB_IDLE;
						end
					end
			  endcase
		 end
	end
endmodule
==> flow/run.sh <==
#!/bin/bash
# OpenROAD 26Q1-2900-gdf79404cd8, Yosys 0.63+post, stock flow scripts
make -C /OpenROAD-flow-scripts/flow DESIGN_CONFIG=/design/flow/config.mk WORK_HOME=/design/flow/orfs finish
==> flow/config.mk <==
export PLATFORM = sky130hd
export DESIGN_NAME = fib
export DESIGN_NICKNAME = fib
export VERILOG_FILES = /design/flow/design.v
export SDC_FILE = /design/flow/constraint.sdc
export NUM_CORES = 4
export LEC_CHECK = 1
export CORE_UTILIZATION = 40
==> flow/constraint.sdc <==
current_design fib

set clk_period 7.9
set clk_io_pct 0.2

create_clock -name clk0 -period $clk_period [get_ports {i_clk}]

set non_clock_inputs [all_inputs -no_clocks]
set_input_delay [expr $clk_period * $clk_io_pct] -clock clk0 $non_clock_inputs
set_output_delay [expr $clk_period * $clk_io_pct] -clock clk0 [all_outputs]
==> out/qor.log <==
INFO  run_status     status=completed
INFO  clocking       cts_buffers=9
INFO  final_timing   fin_setup_tns=0ns
INFO  detailed_routing drt_first_pass_iters=18
INFO  run            warning_count=26
INFO  synth          synth_area=3700µm²
INFO  critical_path  worst_setup_path_start_kind=input pin
INFO  synth          post_synthesis_average_cell_area=7.89µm²
INFO  synth          synth_async_sr_flop_share=0%
INFO  detailed_routing postRouteWirelength=8.79mm
INFO  final_timing   finalClockSkew=0.0101ns
INFO  synth          yosys.stat.seqShare=36.3%
INFO  synth          netlist.top_cell.by_area=sky130_fd_sc_hd__dfxtp_1
INFO  synth          post_synth_most_frequent_cells=sky130_fd_sc_hd__dfxtp_1, sky130_fd_sc_hd__nand2_1, sky130_fd_sc_hd__a21oi_1
INFO  detailed_routing antennaDiodeCount=0
INFO  clocking       cts.root.buffer_cell=sky130_fd_sc_hd__clkbuf_8
INFO  global_route   globalRoute.totalOverflow=0
INFO  clocking       cts_tree=done
INFO  layout         layout-area-overhead-vs-synth=12.8%
INFO  final_timing   worst-slew-pin-transition=0.712ns
INFO  detailed_routing avgRoutedWirePerCell=14.7µm
INFO  clocking       cts_max_path_buffers=2
INFO  critical_path  criticalPathCategory=in2reg
INFO  clocking       clock_latency=0.34ns
INFO  hold_path      hp-start=result[12]
INFO  hold_path      hp-class=reg2reg
INFO  detailed_routing dr.first_iter.drc_count=256
INFO  die            core_area=8850µm²
INFO  die            chip_footprint=9640µm²
INFO  global_route   global_route_wire_length_before_repair=14.9mm
INFO  synth          post_synth_main_area_contributors=sky130_fd_sc_hd__dfxtp_1, sky130_fd_sc_hd__a21oi_1, sky130_fd_sc_hd__nand2_1
INFO  layout         drive_above_1_share=8.18%
INFO  final_timing   setup_violations=0
INFO  layout         mi_logic_area=2130µm²
INFO  clocking       number_of_hold_buffers_added_after_cts=0
INFO  run            drv.max_cap_violation_count=0
INFO  critical_path  crit-reg2reg-launch=fib_state[1]
INFO  clocking       clk_pin_slew_worst_paths=0.07ns
INFO  critical_path  required=8.17ns
INFO  placed_design  portBuffers=27
INFO  power          total_power=745µW
INFO  die            floorplanUtilization=41.8%
INFO  final_timing   timing.fmax=257MHz
INFO  detailed_routing residual_drc=0
INFO  synth          synthCells=469
INFO  detailed_routing num_vias=3365
INFO  synth          ys_cells=469
INFO  die            core.rowCount=34
INFO  critical_path  timing.critical_path.to=result[1]
INFO  final_timing   slew_headroom=52.1%
INFO  clocking       count_of_buffers_added_by_post_cts_timing_repair_for_setup=0
INFO  global_route   globalRouteTotalUtil=19.2%
INFO  power          ir_drop=0.0645mV
INFO  die            chipHeight=98.2µm
INFO  critical_path  cp-end-kind=flip-flop
INFO  layout         flop_area=1340µm²
INFO  clocking       cts.htree.levels=3
INFO  critical_path  path_max_fanout=16
INFO  synth          edf_count=0
INFO  placed_design  detailedPlacementHpwl=5.66mm
INFO  clocking       post_cts.resized_instances=0
INFO  placed_design  place.gp.congestion=0.857
INFO  final_timing   final_period_minus_worst_setup_slack=3.89ns
INFO  global_route   grt_pass1_vias=3061
INFO  synth          synth.distinct_cells=59
INFO  synth          synth_warnings=1
INFO  synth          netlist.top_cell.by_instances=sky130_fd_sc_hd__dfxtp_1
INFO  die            io_pins=28
INFO  clocking       tritoncts_sinks=67
INFO  layout         fillCellCount=843
INFO  power          power.density=179nW/µm²
INFO  die            dieWidth=98.2µm
INFO  synth          yosys-stat-area=3700µm²
INFO  synth          postSynthRegisterBits=67
INFO  global_route   grt_start_max_net_pins=59
INFO  final_timing   hold_viol_final=0
INFO  synth          synth_top_area_share=36.3%
INFO  final_timing   rsz0062_at_grt=no
INFO  final_timing   final_max_slew_viol_count=0
INFO  detailed_routing viasPerCell=5.64
INFO  critical_path  worst_ep_arrival_time=4.15ns
INFO  power          leakage=1.57nW
INFO  synth          flop_cell=sky130_fd_sc_hd__dfxtp_1
INFO  global_route   antenna_found_initial=0
INFO  final_timing   final_min_period_over_clock_period=49.2%
INFO  critical_path  reg2reg_depth=7
INFO  critical_path  critical_path.reg2reg.endpoint=fib_cntr[15]
INFO  detailed_routing antenna_viol_nets_final=0
INFO  critical_path  crit_path_start=arg[3]
INFO  critical_path  worst-r2r-setup-slack=4.93ns
through the flow:
stage	area [µm²]	cells	utilization (%)	hold WS (ns)	setup slack, ns
floorplan	3700	469	-	0.417	4.59
global placement	3970	581	44.9	0.442	3.64
detailed placement	3970	581	44.9	0.445	3.61
CTS	4170	597	47.1	0.456	3.97
global route	4170	597	47.1	0.483	3.85
finish	4170	597	47.1	0.453	4.01
metal layers:
metal  track usage [%]  wire length (µm)  part of all wire, %  up-vias
met4              2.41               106                  1.2        0
met3              2.69               356                  4.0       12
met5                 0                 0                    0        -
li1                  -                 -                    -     1720
met2              30.9              3940                   45       84
met1              28.8              4390                   50     1549
sequential cells by signal (all words and copies together), names as in the netlist:
name         count
fib_cntr        16
result          16
fib_state        2
fib_out         16
fib_done         1
fib_n_less1     16
placed cells by master (no fill, tap or decap), types with 3 or more instances in the layout:
cell | netlist | layout
sky130_fd_sc_hd__o21ai_0 | 26 | 26
sky130_fd_sc_hd__xor2_1 | 3 | 3
sky130_fd_sc_hd__a22oi_1 | 5 | 5
sky130_fd_sc_hd__a21oi_1 | 62 | 62
sky130_fd_sc_hd__or3_1 | 3 | 3
sky130_fd_sc_hd__clkdlybuf4s50_1 | 0 | 26
sky130_fd_sc_hd__nor3_1 | 9 | 9
sky130_fd_sc_hd__xnor2_1 | 10 | 10
sky130_fd_sc_hd__inv_1 | 19 | 19
sky130_fd_sc_hd__a32oi_1 | 3 | 3
sky130_fd_sc_hd__clkbuf_8 | 0 | 13
sky130_fd_sc_hd__and2_1 | 3 | 3
sky130_fd_sc_hd__or2_2 | 3 | 3
sky130_fd_sc_hd__o21a_1 | 3 | 3
sky130_fd_sc_hd__nand4_1 | 3 | 3
sky130_fd_sc_hd__o211ai_1 | 6 | 6
sky130_fd_sc_hd__a21o_1 | 8 | 8
sky130_fd_sc_hd__a31oi_1 | 8 | 8
sky130_fd_sc_hd__nand2_1 | 65 | 65
sky130_fd_sc_hd__buf_4 | 0 | 4
sky130_fd_sc_hd__o221a_2 | 5 | 5
sky130_fd_sc_hd__dfxtp_1 | 67 | 66
sky130_fd_sc_hd__ha_1 | 18 | 18
sky130_fd_sc_hd__a211oi_1 | 4 | 4
sky130_fd_sc_hd__nand3_1 | 34 | 34
sky130_fd_sc_hd__nor2_1 | 36 | 36
worst min-delay path by stage:
stage                end  slack (ns)  cells after the start
finish        result[12]        0.45                      2
global route  result[10]        0.48                      2
CTS           result[12]        0.46                      2
worst max-delay path, cell delays in order:
cell                              delay, ns
sky130_fd_sc_hd__clkdlybuf4s50_1       0.47
sky130_fd_sc_hd__or4_4                 0.57
sky130_fd_sc_hd__or4_4                 0.47
sky130_fd_sc_hd__o21ai_2               0.16
sky130_fd_sc_hd__and2_1                0.59
sky130_fd_sc_hd__nand3_1               0.16
sky130_fd_sc_hd__a21oi_1               0.15
kinds of logic after synthesis:
kind of cell	Yosys count	synth area share (%)
DFF	67	36.3
buffers and inverters	46	6.22
AOI/OAI and AO/OA	151	25.6
xor gates and xnor gates	13	3.08
adders and majority gates	19	6.63
and+or+nand+nor	173	22.2
final cells by class:
class | instances | area share [%]
repair buffers | 31 | 7.08
well taps | 108 | 3.24
inverters | 19 | 1.71
multi-input cells | 356 | 51.0
flip-flops and latches | 67 | 32.2
clock inverters | 3 | 0.480
clock buffers | 13 | 4.29
power by group:
part	switching (mW)	internal (mW)
combinational	0.0691	0.0363
clock	0.133	0.148
sequential	0.0107	0.348
total	0.213	0.532
No activity file was given, so power comes from the tool's default toggle rates.
